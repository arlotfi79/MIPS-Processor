File: /design/flow/config.mk
export PLATFORM = sky130hd
export DESIGN_NAME = EX_MEM
export DESIGN_NICKNAME = EX_MEM
export VERILOG_FILES = /design/flow/design.v
export SDC_FILE = /design/flow/constraint.sdc
export NUM_CORES = 4
export LEC_CHECK = 1
export CORE_UTILIZATION = 50
File: /design/flow/constraint.sdc
current_design EX_MEM

set clk_period 1.0
set clk_io_pct 0.2

create_clock -name clk0 -period $clk_period [get_ports {clk}]

set non_clock_inputs [all_inputs -no_clocks]
set_input_delay [expr $clk_period * $clk_io_pct] -clock clk0 $non_clock_inputs
set_output_delay [expr $clk_period * $clk_io_pct] -clock clk0 [all_outputs]
File: /design/flow/design.v
`timescale 1ns / 1ps
module EX_MEM #(localparam SIZE=32)(
   input clk,
	input hit,
	input [SIZE-1:0] branchTarget,
	input zeroFlag,
	input [SIZE-1:0] ALUResult,
   input [SIZE-1:0] readData2,
	input [4:0] writeReg, 
	input MemRead, 
	input MemWrite, 
   input Branch,
	input RegWrite,
	input MemToReg,
   output reg [SIZE-1:0] branchTarget_Out = 0,
	output reg zeroFlag_Out = 0,
	output reg [SIZE-1:0] ALUResult_Out = 0,
	output reg [SIZE-1:0] readData2_Out = 0,
	output reg [4:0] writeReg_Out = 0,
	output reg MemRead_Out = 0, 
	output reg MemWrite_Out = 0, 	
	output reg Branch_Out = 0,
	output reg RegWrite_Out = 0,
	output reg MemToReg_Out = 0,
	output hit_Out
  );
  assign hit_Out = hit;
  always @ (negedge clk)
  begin
    if (hit)
    begin
        branchTarget_Out <= branchTarget;
        zeroFlag_Out <= zeroFlag;
        ALUResult_Out <= ALUResult;  
        readData2_Out <= readData2;  
        writeReg_Out <= writeReg;  
        MemRead_Out <= MemRead; 
        MemWrite_Out <= MemWrite;  
        Branch_Out <= Branch;  
        RegWrite_Out <= RegWrite;  
        MemToReg_Out <= MemToReg;  
    end
  end
endmodule
File: /design/flow/run.sh
#!/bin/bash
# OpenROAD 26Q1-2900-gdf79404cd8, Yosys 0.63+post, stock flow scripts
make -C /OpenROAD-flow-scripts/flow DESIGN_CONFIG=/design/flow/config.mk WORK_HOME=/design/flow/orfs finish
==> Slide: Implementation Results <==
Implementation Results

Placement
  – Final GP Congestion: 0.809
  – I/O Buffers: 216

Floorplanning
  – Io pins: 217
  – Site Rows: 28
  – Die H: 82.3 microns
  – Initial core utilization: 53.2%
  – Die W: 82.3 microns

Synth
  – Chip Area, Yosys: 0.00322 sq mm
  – Synthesized instance count: 109
  – Seq share, synth: 99.7%
  – Synth Cell Area: 0.00322 sq mm
  – Synth cell types: 3
  – Synth Warn #: 1
  – Mean area per synthesized cell: 29.6 sq um
  – Ys cells: 109
  – Flops after synth: 107

Run status
  – Last stage: 3_5_place_dp
  – Status: aborted with a tool error
  – Run Error: [ERROR DPL-0036] Detailed placement failed.
[synth_stat cells (all sizes together)]
cell type	instances	area (sq um)
inv	1	3.75
edfxtp	107	3210
buf	1	7.51
[cells by family after synthesis]
group | after synthesis | share of synthesized area, %
DFF | 107 | 99.7
buffers and inverters | 2 | 0.349
[through the flow]
step / hold WS, ns / TNS (ns) / worst slack [ns]
2_1_floorplan: 0.466 / 0 / 0.00132
3_3_place_gp: 1.15 / -129.37 / -0.552
