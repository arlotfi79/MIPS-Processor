[/design/flow/config.mk]
export PLATFORM = sky130hd
export DESIGN_NAME = ID_EX
export DESIGN_NICKNAME = ID_EX
export VERILOG_FILES = /design/flow/design.v
export SDC_FILE = /design/flow/constraint.sdc
export NUM_CORES = 4
export LEC_CHECK = 1
export CORE_UTILIZATION = 30
[/design/flow/constraint.sdc]
current_design ID_EX

set clk_period 1.0
set clk_io_pct 0.2

create_clock -name clk0 -period $clk_period [get_ports {clk}]

set non_clock_inputs [all_inputs -no_clocks]
set_input_delay [expr $clk_period * $clk_io_pct] -clock clk0 $non_clock_inputs
set_output_delay [expr $clk_period * $clk_io_pct] -clock clk0 [all_outputs]
[/design/flow/design.v]
`timescale 1ns / 1ps
module ID_EX #(localparam SIZE = 32)(
	input clk, 
	input hit,
	input [SIZE-1:0] readData1, 
	input [SIZE-1:0] readData2,
	input [SIZE-1:0] signExImmediate,
	output hit_OUT,
	output reg [SIZE-1:0] readData1_OUT = 0, 
	output reg [SIZE-1:0] readData2_OUT = 0,
	output reg [SIZE-1:0] signExImmediate_OUT = 0,
	input RegDst, ALUSrc, MemtoReg, RegWrite, MemRead, MemWrite, Branch,
	input [2:0] ALUOp,
	output reg RegDst_OUT, ALUSrc_OUT, MemtoReg_OUT, RegWrite_OUT, MemRead_OUT, MemWrite_OUT, Branch_OUT,
	output reg [2:0] ALUOp_OUT,
	input [4:0] rt,
	input [4:0] rd,
	input [5:0] funct,
	input [SIZE-1:0] nextPc,
	output reg [4:0] rt_OUT = 0,
	output reg [4:0] rd_OUT = 0,
	output reg [5:0] funct_OUT = 0,
	output reg [SIZE-1:0] nextPc_OUT = 0
    );
	 assign hit_OUT = hit;
	 always @(negedge clk)
	 begin
		if (hit)
		begin
			readData1_OUT = readData1;
			readData2_OUT = readData2;
			signExImmediate_OUT = signExImmediate;
			RegDst_OUT = RegDst;
			ALUSrc_OUT = ALUSrc;
			MemtoReg_OUT = MemtoReg;
			RegWrite_OUT = RegWrite;
			MemRead_OUT = MemRead;
			MemWrite_OUT = MemWrite;
			Branch_OUT = Branch;
			ALUOp_OUT = ALUOp;
			rt_OUT =  rt;
			rd_OUT = rd;
			funct_OUT = funct;
			nextPc_OUT = nextPc;
		end
	 end
endmodule
[/design/flow/run.sh]
#!/bin/bash
# OpenROAD 26Q1-2900-gdf79404cd8, Yosys 0.63+post, stock flow scripts
make -C /OpenROAD-flow-scripts/flow DESIGN_CONFIG=/design/flow/config.mk WORK_HOME=/design/flow/orfs finish
==> flow_summary_export.csv <==
group,metric,value,unit
status,status,"finished with violations",
status,violations,"setup timing",
timing,slew_viol_final,0,
place,port_buffers,310,
clock_tree,root_buffer,"clkbuf_16",
yosys,ys_seq_share,99.8,%
die,num_rows,45,
critical_path,crit_buf_inv,1,
critical_path,max_stage_delay,390,ps
timing,finalWorstSetupSlack,-672,ps
yosys,synth_top_area_share,99.8,%
layout,flop_area,4620,µm²
critical_path,cp-end-kind,"primary output",
yosys,synthTopCellsByArea,"edfxtp_1 100%, buf_4 0.16%, inv_1 0.081%",
timing,worst_slew_margin_rel,87.6,%
detailed_routing,ant_nets,0,
clock_tree,cts_hold_buffers,0,
job,maxCapViolations,0,
detailed_routing,wirelength,11.9,mm
die,dieArea,16000,µm²
power_and_ir_drop,switching_share,24.8,%
yosys,netlist_area,4640,µm²
power_and_ir_drop,irDropWorstVdd,1240,µV
yosys,ys_ff,154,
hold_path,holdPathStages,2,
detailed_routing,drtIter0Drc,108,
critical_path,required,800,ps
layout,comb_cells,0,
timing,finalHoldViolCount,0,
critical_path,cpLargestDelayFamily,"flip-flops",
die,coreArea,15100,µm²
grt,grt_pass1_vias,3731,
die,die_w,126,µm
grt,global_route.overflow_total,0,
hold_path,hold_class,"in2reg",
layout,logic_area,0,µm²
power_and_ir_drop,seqPwrFrac,45.1,%
hold_path,worstHoldEndpoint,"signExImmediate_OUT[6]$_DFFE_NP_",
detailed_routing,dr.pass1.iters,4,
clock_tree,path_clk_slew,50,ps
power_and_ir_drop,power_frac_comb,7.0,%
power_and_ir_drop,power_frac_clock,47.9,%
grt,grt_max_degree,26,
layout,final_cells,851,
yosys,top_cells_by_count,"154 x edfxtp_1, 1 x buf_4, 1 x inv_1",
die,num_io_pins,311,
critical_path,crit_path_top_delay_cell,"edfxtp_1",
detailed_routing,drt-vias-per-instance,3.99,
yosys,ys_dominant_reg_cell,"edfxtp_1",
grt,grt_pass1_wl,17.7,mm
power_and_ir_drop,p_leak,3.95,nW
clock_tree,cts.sinks,154,
place,numPlacedInstances,664,
timing,rsz0062_at_grt,"yes",
grt,antenna_found_initial,0,
yosys,yosys_warnings,1,
grt,grtUsageTotal,15.9,%
clock_tree,cts_tree,"done",
timing,setup_tns,-93340,ps
detailed_routing,remaining_drc_errors,0,
yosys,syn_avg_cell_area,29.7,µm²
yosys,synth.distinct_cells,3,
die,fp_util,30.6,%
power_and_ir_drop,total_power,17.4,mW
critical_path,path_max_fanout,1,
clock_tree,cts_max_level,4,
hold_path,hold_start,"hit",
detailed_routing,insertedDiodeCount,0,
job,tool_warnings,181,
critical_path,worstPathCellList,"buf_2",
critical_path,start_kind,"flip-flop",
yosys,yosysMostFrequentCell,"edfxtp_1",
timing,timing.hold.ws,589,ps
clock_tree,clk_path_buf_depth,2,
critical_path,worst_ep_arrival_time,1470,ps
layout,fillers,1186,
layout,area_growth,84.5,%
detailed_routing,wl_per_cell,13.9,µm
yosys,synthCells,156,
yosys,ys_cells,156,
power_and_ir_drop,power.switching,4.31,mW
place,place.gp.congestion,0.768,
power_and_ir_drop,p_per_area,2030,nW/µm²
power_and_ir_drop,p_int,13.1,mW
yosys,edf_count,154,
critical_path,critPathKind,"reg2out",
die,die_y,126,µm
yosys,yosysTopAreaCell,"edfxtp_1",
layout,layout-drive-gt1-share,29.7,%
detailed_routing,vias,3396,
yosys,synth-area-yosys,4640,µm²
timing,tightest_slew,185,ps
timing,setup_viol,154,
place,place_hpwl,8.31,mm
clock_tree,cts-buffers-inserted,17,
yosys,ys_async_sr_fraction,0,%
## area by class of cell
cell class,instances,area share (%)
clock inverter,167,8.22
timing repair buffer,325,30.0
tap,188,2.75
sequential,154,54.1
clock buffer,17,4.97
## flip-flops by register name (all words and copies together) (netlist names)
signal	cells
ALUOp_OUT	3
ALUSrc_OUT	1
Branch_OUT	1
MemRead_OUT	1
MemWrite_OUT	1
MemtoReg_OUT	1
RegDst_OUT	1
RegWrite_OUT	1
funct_OUT	6
nextPc_OUT	32
rd_OUT	5
readData1_OUT	32
readData2_OUT	32
rt_OUT	5
signExImmediate_OUT	32
## power by group through the flow
stage | sequential, mW | clock [mW] | combinational [mW]
6_report | 7.83 | 8.31 | 1.22
5_1_grt | 7.86 | 9.51 | 1.33
4_1_cts | 7.84 | 8.75 | 1.26
## per-layer routing
metal  global-route usage [%]  share of wire [%]
met3                     13.6                 15
met2                     21.8                 47
met1                     17.9                 36
met4                     6.95                1.8
met5                        0                  0
## cells by family after synthesis
| group | synth area share (%) |
|---|---|
| DFF | 99.8 |
| buffers and inverters | 0.243 |
## cell usage in the layout, fill, tap and decap left out, drive strengths merged
cell type | synthesis | routed
edfxtp | 154 | 154
buf | 1 | 170
clkdlybuf4s50 | 0 | 154
clkinv | 0 | 3
clkbuf | 0 | 17
dlymetal6s2s | 0 | 1
inv | 1 | 159
clkinvlp | 0 | 3
bufinv | 0 | 2
## per-stage QoR
stage | instance area [µm²] | util [%] | setup WS, ps
2_1_floorplan | 4640 | - | 1.32
3_3_place_gp | 8130 | 53.6 | -543
3_5_place_dp | 8130 | 53.6 | -538
4_1_cts | 8550 | 56.5 | -716
5_1_grt | 8550 | 56.5 | -742
6_report | 8550 | 56.5 | -672
## how the worst max path moves through the flow
stage | startpoint | cells after the start | slack [ps] | end
after CTS | nextPc_OUT[22]$_DFFE_NP_ | 1 | -720 | nextPc_OUT[22]
final | nextPc_OUT[22]$_DFFE_NP_ | 1 | -670 | nextPc_OUT[22]
after global routing | nextPc_OUT[22]$_DFFE_NP_ | 1 | -740 | nextPc_OUT[22]
## timing repair
action                                  4_1_cts  5_1_grt
setup buffers                                 5        0
gates resized                               485        1
cloned                                        0        0
endpoints found under the setup margin      155      155
Power is estimated from default activity; no workload was simulated.
