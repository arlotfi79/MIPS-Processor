## run.sh

```bash
#!/bin/bash
# OpenROAD 26Q1-2900-gdf79404cd8, Yosys 0.63+post, stock flow scripts
make -C /OpenROAD-flow-scripts/flow DESIGN_CONFIG=/design/flow/config.mk WORK_HOME=/design/flow/orfs finish
```

## config.mk

```make
export PLATFORM = sky130hd
export DESIGN_NAME = Execute
export DESIGN_NICKNAME = Execute
export VERILOG_FILES = /design/flow/design.v
export SDC_FILE = /design/flow/constraint.sdc
export NUM_CORES = 4
export LEC_CHECK = 1
export CORE_UTILIZATION = 50
```

## constraint.sdc

```tcl
current_design Execute

set clk_period 18.3
set clk_io_pct 0.2

create_clock -name clk0 -period $clk_period

set non_clock_inputs [all_inputs -no_clocks]
set_input_delay [expr $clk_period * $clk_io_pct] -clock clk0 $non_clock_inputs
set_output_delay [expr $clk_period * $clk_io_pct] -clock clk0 [all_outputs]
```

## design.v

```verilog
`timescale 1ns / 1ps
module ALU #(localparam SIZE = 32)(
	input [SIZE-1:0] input1,
	input [SIZE-1:0] input2,
	input [3:0] ALUCnt,
	input [4:0] shamt,
	output [SIZE-1:0] result,
	output zero
	);
	assign result = ALUCnt == 4'b0000 ? input1 + input2:
						 ALUCnt == 4'b0001 ? input1 - input2:
						 ALUCnt == 4'b0010 ? ~input1:
						 ALUCnt == 4'b0011 ? input1 <<  shamt:
						 ALUCnt == 4'b0100 ? input1 >>  shamt:
						 ALUCnt == 4'b0101 ? input1 & input2:
						 ALUCnt == 4'b0110 ? input1 | input2:
						 ALUCnt == 4'b0111 ? (input1 < input2 ? 1:0) : 32'bz;
	reg zeroTest;
	always @(*)
	begin
		if (result == 0)
			zeroTest = 1;
		else
			zeroTest = 0;
	end
	assign zero = (zeroTest == 1) ? 1 : 0;
endmodule
`timescale 1ns / 1ps
module ALUControlUnit(
	input [2:0] ALUOp,
	input [5:0] Function,
	output [3:0] ALUcnt
    );
	assign ALUcnt = ALUOp == 3'b000 ? (Function == 6'b000000 ? 4'b0000 :
												 Function == 6'b000001 ? 4'b0001 :
												 Function == 6'b000010 ? 4'b0101 :
												 Function == 6'b000011 ? 4'b0110 :
												 Function == 6'b000100 ? 4'b0111 :
												 Function == 6'b000101 ? 4'b0011 :
												 Function == 6'b000110 ? 4'b0100 :
												 Function == 6'b000111 ? 4'b0010 :		
												 4'b0010) :
						ALUOp == 3'b001 ? 4'b0001 :
						ALUOp == 3'b010 ? 4'b0111 :
						ALUOp == 3'b011 ? 4'b0000 : 4'b0000;
endmodule
`timescale 1ns / 1ps
module Execute #(localparam SIZE =32)(
	input clk,
	input [SIZE-1:0] ALUReadData1,
	input [SIZE-1:0] ALUReadData2,
	input [SIZE-1:0] immediate,
	input [5:0] funct,
	input [2:0] ALUOp,
	input ALUSrc,
	output [SIZE-1:0] ALUResult,
	output zero
    );
	 wire [SIZE-1:0] ALUInput2;
	 Mux32bit mux (
    .a(immediate), 
    .b(ALUReadData2), 
    .sel(ALUSrc), 
    .out(ALUInput2)
    );
	 wire [3:0] ALUcnt;
	 ALUControlUnit aluControl (
    .ALUOp(ALUOp), 
    .Function(funct), 
    .ALUcnt(ALUcnt)
    );
	 wire [4:0] shamt;
	 assign shamt = 4'b1;  
	 ALU alu (
    .input1(ALUReadData1), 
    .input2(ALUInput2), 
    .ALUCnt(ALUcnt), 
    .shamt(shamt), 
    .result(ALUResult), 
    .zero(zero)
    );
endmodule
`timescale 1ns / 1ps
module Mux32bit #(localparam SIZE = 32)(	 
	 input [SIZE-1:0] a,
	 input [SIZE-1:0] b,
	 input sel,
	 output [SIZE-1:0] out
    );
	assign out = (sel) ? b : a;
endmodule
```

==> flow_metrics.py <==
# Generated from Yosys and OpenROAD reports
metrics = {
    "synth": {
        "yosys-stat-area_um2": 6780,
        "synth_area_leader_cell": "ha_1",
        "synth_top_area_share_pct": 17.7,
        "ys_cells": 1026,
        "yosys_warnings": 2,
        "syn-cell-area_um2": 6780,
        "syn_avg_cell_area_um2": 6.61,
        "ys_sh_simple_pct": 23.3,
        "synth.most_common_cell": "inv_1",
        "yosysUniqueCellTypes": 79,
        "ys_seq_share_pct": 0,
        "synthTopCellsByCount": "inv_1, ha_1, a21oi_1",
        "synth_xor_xnor_area_share_pct": 4.78,
        "aoi_share_pct": 38.2,
        "logic_family": "AND-OR/OR-AND gates",
        "ys_sh_adder_pct": 18.3,
        "synth_cells": 1026,
        "mux_area_share_pct": 5.92,
        "top_cells_by_area": "ha_1, a21oi_1, inv_1, mux2i_1, o21ai_0",
    },
    "power": {
        "irDropWorstVdd_v": 0.0000197,
        "p_leak_uw": 0.00358,
        "pwr-share-comb_pct": 100.0,
        "p_sw_uw": 181,
        "power_density_nw_per_um2": 39.7,
        "swShare_pct": 54.8,
        "intPower_uw": 149,
        "sequentialPowerShare_pct": 0,
        "clkPwrFrac_pct": 0,
    },
    "setup_path": {
        "crit_chain": "buf_2, buf_4, mux2i_1, ha_1, a211oi_1, o211ai_1, and3_1, o31ai_1, o221ai_1, o32ai_1, xor2_1, o221ai_1, nor4_1, nor4b_1, nor4b_2, clkdlybuf4s50_1",
        "worstPathArrival_ps": 9570,
        "crit_type": "input port to output port",
        "cpPeakStageDelay_ps": 700,
        "path_max_fanout": 32,
        "cp-end-kind": "output port",
        "slowest_stage": "o32ai_1",
        "crit_family": "AND-OR/OR-AND gates",
        "crit_required_ps": 14640,
        "start_kind": "input port",
        "cp_common_cell": "o221ai_1",
        "path_buffers": 3,
    },
    "route": {
        "vias_per_cell": 6.49,
        "drt-total-wl_um": 26500,
        "drcViolationCount": 0,
        "drt-initial-drc-count": 929,
        "drtAntennaViolNets": 0,
        "routedWlPerCell_um": 20.4,
        "drtPass1Iterations": 6,
        "diodes": 0,
        "vias": 8462,
    },
    "placement": {
        "portBuffers": 139,
        "place_congestion": 1.03,
        "hpwl_um": 20900,
    },
    "sta": {
        "setup_viol": 0,
        "rsz0062_at_grt": "false",
        "relSlewSlack_pct": 39.9,
        "finalHoldViolations": 0,
        "worst_slew_pin_slew_ps": 896,
        "clock.fmax_mhz": 75.6,
        "drv_slew": 0,
        "finalClockPeriodUsage_pct": 72.3,
        "holdWs_ps": 8500,
        "timing.setup.tns_ps": 0,
        "period_needed_ps": 13230,
    },
    "grt": {
        "grt.overflow.total": 0,
        "grt_util_all_layers_pct": 38.0,
        "grt_pass1_vias": 7835,
        "grt_max_degree": 33,
        "grt_pass1_wl_um": 41700,
        "met3_usage_pct": 7.28,
        "gr-max-usage-layer": "met2",
        "antenna_found_initial": 0,
        "gr-usage-met1_pct": 52.6,
        "use_met2_pct": 59.7,
    },
    "floorplanning": {
        "die.size.y_um": 118,
        "dieWidth_um": 118,
        "pin_count": 140,
        "core_um2": 13200,
        "rows": 42,
        "chip_area_um2": 14000,
        "initCoreUtil_pct": 51.2,
    },
    "layout": {
        "combGateArea_um2": 6150,
        "syn_to_final_growth_pct": 22.4,
        "nFlopsAndLatches": 0,
        "regArea_um2": 0,
        "final_layout_size_suffix_gt1_share_pct": 3.99,
        "clock_buffers": 0,
        "fillers": 1304,
    },
    "status": {
        "status": "completed",
    },
    "clock_network": {
        "cts_hold_buf": 0,
        "cts_setup_buffers": 0,
        "ctsResizeCount": 0,
    },
    "job": {
        "log.warning_count": 70,
        "maxCapViolations": 0,
    },
    "worst_hold_path": {
        "hp-class": "input port to output port",
    },
}
## worst paths after layout
kind / start / slack, ps / cells past startpoint / end
worst max-delay path: ALUSrc / 5070 / 16 / zero
worst min-delay path: ALUReadData1[7] / 8500 / 5 / ALUResult[7]
## cell type report
class,instances,share of cell area [%]
Inverter,112,5.06
Timing Repair Buffer,156,18.2
Tap cell,176,2.65
Multi-Input combinational cell,860,74.0
## metal layers
layer  routed length (um)  up-vias
met5                    0        -
met3                 2710       69
met4                  901        0
met1                11300     3841
met2                11700      486
li1                     -     4066
## through the flow
stage / instances / total power [uW] / util [%] / setup WS (ps) / area, um^2
3_3_place_gp: 1304 / 321 / 62.7 / 5280 / 8300
4_1_cts: 1304 / 323 / 62.7 / 5240 / 8300
3_5_place_dp: 1304 / 320 / 62.7 / 5280 / 8300
2_1_floorplan: 1026 / 197 / - / 7020 / 6780
5_1_grt: 1304 / 357 / 62.7 / 4700 / 8300
6_report: 1304 / 330 / 62.7 / 5070 / 8300
## logic make-up after synthesis
family / after synthesis
AOI/OAI and AO/OA: 385
and+or+nand+nor: 300
buffers and inverters: 166
adders and majority gates: 98
muxes: 40
xor gates and xnor gates: 37
## power groups by stage
stage | Clock, uW | Combinational, uW | Sequential [uW]
6_report | 0 | 330 | 0
5_1_grt | 0 | 357 | 0
4_1_cts | 0 | 323 | 0
## tightest hold or removal path, stage by stage
cell and delay, ps:
clkdlybuf4s50_1 540, nand2_1 60, nand2_1 60, o21ai_0 100, clkdlybuf4s50_1 430
## cell usage in the layout, fill, tap and decap left out, types with 15 or more instances in the layout
cell type,count
o31ai_1,16
nor4_1,20
a21oi_1,87
nand3_1,28
o211ai_1,16
a31oi_1,19
mux2i_1,39
nor2_1,58
clkdlybuf4s50_1,138
o21ai_0,75
nand2_1,71
ha_1,96
nor3_1,28
buf_4,17
a211oi_1,17
nor2b_1,15
xnor2_1,29
a21o_1,18
inv_1,112
No activity file was given, so power comes from the tool's default toggle rates.
